**./constraint.sdc**
```tcl
current_design regentry

set clk_period 1.0
set clk_io_pct 0.2

create_clock -name clk0 -period $clk_period [get_ports {clk}]

set non_clock_inputs [all_inputs -no_clocks]
set_input_delay [expr $clk_period * $clk_io_pct] -clock clk0 $non_clock_inputs
set_output_delay [expr $clk_period * $clk_io_pct] -clock clk0 [all_outputs]
```
**./config.mk**
```make
export PLATFORM = sky130hd
export DESIGN_NAME = regentry
export DESIGN_NICKNAME = regentry
export VERILOG_FILES = /design/flow/design.v
export SDC_FILE = /design/flow/constraint.sdc
export NUM_CORES = 4
export LEC_CHECK = 1
export CORE_AREA = 10 10 91 91
export DIE_AREA = 0 0 101 101
```
**./design.v**
```verilog
`timescale 1us/100ns
module dflop32(q, d, clk, rst);
    output reg [31:0] q;       
    input wire [31:0] d;       
    input wire clk;            
    input wire rst;            
    always @(posedge clk) begin
        if (rst)
            q <= 32'b0;        
        else
            q <= d;            
    end
endmodule
`timescale 1us/100ns
module regentry(D, clk, rst, write_enable, Q);
    input wire [31:0] D;          
    input wire clk;               
    input wire rst;               
    input wire write_enable;      
    output wire [31:0] Q;         
    dflop32 reg_dff (
        .q(Q), 
        .d(write_enable ? D : Q),   
        .clk(clk), 
        .rst(rst)
    );
endmodule
```
**./run.sh**
```bash
#!/bin/bash
# OpenROAD 26Q1-2900-gdf79404cd8, Yosys 0.63+post, stock flow scripts
make -C /OpenROAD-flow-scripts/flow DESIGN_CONFIG=/design/flow/config.mk WORK_HOME=/design/flow/orfs finish
```
==> flow_summary.ini <==
; generated from flow reports
[clock_network]
cts_root_buf = clkbuf_8
htreeDepth = 2
cts.sinks = 32
cts_inserted_buffers = 5
cts_tree = built
insertion_delay_ns = 0.27
clkTransAtPathRegs_ns = 0.07
clockBufferDepth = 2
postCtsSetupBuffers = 0

[power]
seq_power_share_pct = 50.0
p_clk_share_pct = 36.3
finalPower_mw = 2.80
internal-power_mw = 2.17
p_leak_nw = 0.882
combPwrFrac_pct = 13.7
powerDensity_mw_per_mm2 = 1490
switching_share_pct = 22.4
p_sw_mw = 0.627
vdd_drop_max_mv = 0.480

[cells_and_area]
regMostFlops = reg_dff.q
layout_top_cells = clkdlybuf4s50_1 (33), mux2i_1 (32), nor2_1 (32), dfxtp_2 (32), clkbuf_2 (24)
lay_top_count = clkdlybuf4s50_1
n_fill_cell = 666
largest_register_ffs = 32
drive_gt1_share_pct = 42.8
area_growth_pct = 61.2
final_util_pct = 29.5
fin_cells = 250
top_regs = reg_dff.q x32
stdcell_area_mm2 = 0.00188

[yosys]
numSynthFlops = 32
yosysTopAreaCell = dfxtp_1
yosys_cells = 103
postSynthSeqShare_pct = 55.1
area_leaders = dfxtp_1 (55%), mux2i_1 (28%), nor2_1 (10%)
ys.warnings.count = 1
synth_top_area_share_pct = 55.1
synth_cells = 103
synth_chip_area_mm2 = 0.00116
syn_area_mm2 = 0.00116
synth_cell_types = 6
avgSynthCellArea_um2 = 11.3

[timing]
worstMarginPinSlew_ns = 0.156
finalClockSkew_ns = 0
period_used_pct = 96.7
rsz0062_at_grt = false
setup_viol = 0
final-hold-violation-count = 0
finalSetupTns_ns = 0
layout_min_cycle_time_ns = 0.967
slew_headroom_pct = 89.3
timing.fmax_mhz = 1030
slew_viol_final = 0

[drt]
vias_per_cell = 3.64
drcViolationCount = 0
diodes = 0
wl_um = 3080
drt_iter0_drc = 20
drt_pass1_iterations = 2
vias = 909
final_antenna_net_count = 0
wl_per_cell_um = 12.3

[global_routing]
grtUsageTotal_pct = 5.70
grt_pass1_vias = 907
grt_max_degree = 33
grt-ovfl-total = 0
grt_antenna_before_repair = 0
grt_pass1_wl_um = 4840

[run]
warnings = 25
drv_cap = 0

[placement]
placedInstanceArea_mm2 = 0.00189
hpwl_um = 2300
placed_cells = 242
portBuffers = 66
finalWeightedCongestion = 0.700

[die]
row_count = 29
coreArea_mm2 = 0.00635
dieArea_mm2 = 0.0102
dieWidth_um = 101
core_util_floorplan_pct = 18.3
die_y_um = 101
top_level_ports = 67

[setup_path]
crit_buf_inv = 1
cp-end-kind = output pin
arrival_ns = 0.77
worstPathRequired_ns = 0.80
worst_setup_path_start_kind = register
worstPathMaxFanout = 2
cpLargestDelayFamily = flip-flops
path_cells = clkdlybuf4s15_1
worst-setup-path-type = register to output pin
max_stage_delay_ns = 0.33
crit_path_top_delay_cell = dfxtp_2

[worst_hold_path]
hp-class = input pin to register

[outcome]
outcome = finished, final reports clean
## kinds of logic (layout without fill, tap and decap cells)
family | count (synthesis) | count (layout) | synth area share [%]
and+or+nand+nor | 32 | 32 | 10.3
buffers and inverters | 7 | 77 | 7.10
muxes | 32 | 32 | 27.5
DFF | 32 | 32 | 55.1
## worst register-to-register path: stages, from the launching register on
cell,delay [ns]
dfxtp_2,0.32
mux2i_1,0.15
nor2_1,0.05
## final cells by class
type | count | area (um^2) | share of cell area, %
multi-input combinational | 64 | 440 | 23.5
clock buffer | 6 | 82.6 | 4.40
sequential | 32 | 681 | 36.3
tap | 77 | 96.3 | 5.14
clock inverter | 2 | 10.0 | 0.534
timing repair buffer | 69 | 566 | 30.2
## synthesized netlist by cell type (all sizes together)
| cell | count |
|---|---|
| buf | 4 |
| clkbuf | 3 |
| dfxtp | 32 |
| mux2i | 32 |
| nor2 | 32 |
## path summary, 6_finish.rpt
| kind | slack [ns] | from | cells past startpoint | to |
|---|---|---|---|---|
| hold reg to reg | 0.48 | reg_dff.q[12] | 2 | reg_dff.q[12] |
| setup / recovery | 0.03 | reg_dff.q[15] | 1 | Q[15] |
| setup reg to reg | 0.38 | reg_dff.q[30] | 2 | reg_dff.q[30] |
| hold / removal | 0.43 | write_enable | 4 | reg_dff.q[7] |
## power by group through the flow
stage         Clock (mW)  Combinational [mW]  Sequential (mW)
global route        1.12               0.426             1.41
CTS                 1.08               0.423             1.40
finish              1.02               0.383             1.40
## routing by layer
metal,wire length (um),global-route usage (%),vias up
met5,0,0,-
met4,79,1.29,0
met3,253,1.87,5
met2,1440,9.29,35
met1,1310,7.18,394
li1,-,-,475
## per-stage QoR
| step | hold slack [ns] | worst slack [ns] |
|---|---|---|
| after floorplan | 0.272 | 0.207 |
| after global placement | 0.473 | -0.0963 |
| after detailed placement | 0.481 | -0.0959 |
| after CTS | 0.422 | 0.000304 |
| after global routing | 0.443 | 0.00224 |
| final | 0.428 | 0.0325 |
## what timing repair did
item	CTS	global route
resized	102	24
hold buffers	0	0
setup endpoints to repair	32	24
No activity file was given, so power comes from the tool's default toggle rates.
