==> ./design.v <==
`timescale 1us/100ns
module alu(
    input wire [31:0] in0,           
    input wire [31:0] in1,           
    input wire [9:0] selector,       
    output reg branch_taken,         
    output reg [31:0] out,           
    output reg c_out                 
);
    wire [31:0] barrel_out;
    reg [1:0] shift_type;
    reg [4:0] shamt;
    wire [2:0] func3 = selector [2:0];
    barrelshifter bs(
        .in_data(in0),
        .shamt(shamt),
        .shift_type(shift_type),
        .out_data(barrel_out)
    );
    always @(*) begin
        c_out = 0;                  
        shamt = in1[4:0];            
        out = 32'h00000000;          
	branch_taken = 0;
        case (selector)
            10'b0000000000: out = in0 + in1;           
            10'b0100000000: out = in0 - in1;           
            10'b0000000100: out = in0 ^ in1;           
            10'b0000000110:  out = in0 | in1;           
            10'b0000000111: out = in0 & in1;           
            10'b0000000001: begin
                shift_type = 2'b00;          
                out = barrel_out;
            end
            10'b0000000101: begin
                shift_type = 2'b01;          
                out = barrel_out;
            end
            10'b0100000101: begin
                shift_type = 2'b10;          
                out = barrel_out;
            end
            default: out = 32'h00000000;     
        endcase
        case (func3)
            3'b000: branch_taken = (in0 == in1);      			 
            3'b001: branch_taken = (in0 != in1);      			 
            3'b100: branch_taken = ($signed(in0) < $signed(in1));  	 
            3'b101: branch_taken = ($signed(in0) >= $signed(in1)); 	 
            3'b110: branch_taken = (in0 < in1);       			 
            3'b111: branch_taken = (in0 >= in1);      			 
            default: branch_taken = 0;                			 
        endcase
    end
endmodule
`timescale 1us/100ns
module barrelshifter(in_data, shamt, shift_type, out_data);
    input wire [31:0] in_data;
    input wire [4:0] shamt;
    input wire [1:0] shift_type;
    output reg [31:0] out_data;   
    wire [31:0] slli_out, srli_out, srai_out;
    slli slli_inst (
        .in_data(in_data),
        .shamt(shamt),
        .out_data(slli_out)
    );
    srli srli_inst (
        .in_data(in_data),
        .shamt(shamt),
        .out_data(srli_out)
    );
    srai srai_inst (
        .in_data(in_data),
        .shamt(shamt),
        .out_data(srai_out)
    );
    always @(*) begin
        case (shift_type)
            2'b00: out_data = slli_out;     
            2'b01: out_data = srli_out;     
            2'b10: out_data = srai_out;     
            default: out_data = in_data;    
        endcase
    end
endmodule
`timescale 1us/100ns
module slli(in_data, shamt, out_data);
    input wire [31:0] in_data;     
    input wire [4:0] shamt;        
    output wire [31:0] out_data;   
    assign out_data = in_data << shamt;
endmodule
`timescale 1us/100ns
module srai(in_data, shamt, out_data);
    input wire [31:0] in_data;     
    input wire [4:0] shamt;        
    output wire [31:0] out_data;   
    assign out_data = $signed(in_data) >>> shamt;
endmodule
`timescale 1us/100ns
module srli(in_data, shamt, out_data);
    input wire [31:0] in_data;     
    input wire [4:0] shamt;        
    output wire [31:0] out_data;   
    assign out_data = in_data >> shamt;
endmodule
==> ./run.sh <==
#!/bin/bash
# OpenROAD 26Q1-2900-gdf79404cd8, Yosys 0.63+post, stock flow scripts
make -C /OpenROAD-flow-scripts/flow DESIGN_CONFIG=/design/flow/config.mk WORK_HOME=/design/flow/orfs finish
==> ./config.mk <==
export PLATFORM = sky130hd
export DESIGN_NAME = alu
export DESIGN_NICKNAME = alu
export VERILOG_FILES = /design/flow/design.v
export SDC_FILE = /design/flow/constraint.sdc
export NUM_CORES = 4
export LEC_CHECK = 1
export CORE_UTILIZATION = 50
==> ./constraint.sdc <==
current_design alu

set clk_period 10.7
set clk_io_pct 0.2

create_clock -name clk0 -period $clk_period

set non_clock_inputs [all_inputs -no_clocks]
set_input_delay [expr $clk_period * $clk_io_pct] -clock clk0 $non_clock_inputs
set_output_delay [expr $clk_period * $clk_io_pct] -clock clk0 [all_outputs]
==> ci_impl_report.md <==
## Implementation flow summary

| Metric | Value |
|---|---|
| Synth-to-Final Area Change | 12.3% |
| Buf/Inv on CP | 4 |
| WL/cell | 23.8 µm |
| Post-synth ARST share | 0 |
| Worst-path cell chain | clkdlybuf4s50_1 > buf_4 > inv_1 > ha_1 > nor2_1 > a221oi_4 > a31oi_2 > a2111oi_4 > nand4bb_1 > a211o_1 > a211oi_1 > o41ai_2 > xnor2_1 > o21ai_1 > clkdlybuf4s50_1 |
| Final GP Congestion | 1.09 |
| Setup TNS | 0 ns |
| Die W | 135 µm |
| Initial antenna violation count | 0 |
| Slew margin rel. | 0.419 |
| Cell total in the yosys stat output | 1311 |
| Top cell area share | 0.138 |
| Dominant flop cell | dlxtn_1 |
| Worst hold slack | 5.50 ns |
| Fin. Hold Viols | 0 |
| CP max stage delay | 0.61 ns |
| Antenna-violating nets left | 0 |
| IR drop worst, VDD | 0.0348 mV |
| Final setup viols | 0 |
| DR DRC count | 0 |
| Top Layer Used | met4 |
| Worst path depth | 15 |
| Leak | 4.14 nW |
| Fraction of layout cells with a size suffix above 1 | 0.0762 |
| Count of unclocked register or latch pins | 2 |
| Cell type with the largest total area | ha_1 |
| Slew @ Worst Pin | 0.862 ns |
| Final wirelength | 37200 µm |
| Maximum capacitance violations | 0 |
| Synth cell count leaders | nor2_1, a21oi_1, inv_1 |
| Crit path kind | in2out |
| Yosys stat area | 8810 µm² |
| Core area | 17200 µm² |
| Total tool warning count | 98 |
| Largest net degree at the start of global routing | 67 |
| Avg Inst Size Synth | 6.72 µm² |
| Status | finished clean |
| Die height | 135 µm |
| Vias in the first global route | 9482 |
| Post-CTS sizing | 0 |
| Slew Limit Fails | 0 |
| Routed vias/inst | 6.67 |
| CP delay by family, top | buffers and inverters |
| Critical-path maximum fanout | 46 |
| Post-synth cell types | 78 |
| Worst endpoint required time | 8.56 ns |
| M1 wire length | 15700 µm |
| Tightest Hold Check Type | in2out |
| Worst hold stages | 5 |
| First-pass GRT wire length | 56900 µm |
| Hpwl dp | 28600 µm |
| Site Rows | 48 |
| Post-synth EDFFs | 0 |
| Arrival time at the worst endpoint | 6.76 ns |
| Initial DRC count | 1280 |
| Count leader, synth | nor2_1 |
| CP startpoint kind | input pin |
| Largest cells by area | ha_1, mux4_2, a21oi_1 |
| TritonRoute pass-1 iters | 6 |
| IO Pins | 108 |
| Met3 wire length | 4240 µm |
| RSZ-0062 raised after global routing | no |
| CTS Hold Buffers Added | 0 |
| Critical Path End Type | output pin |
| Die area | 18200 µm² |
| Met2 WL | 16200 µm |
| FF+latch count, synth | 2 |
| Synth Cell Area | 8810 µm² |
| DR vias | 10400 |
| Endpoints left unconstrained | 2 |
| Fp util | 0.511 |
| # Post-CTS Setup Buffers | 0 |
| # diodes | 0 |
| Max Freq | 112 MHz |
| Synth Instances | 1311 |
| GRT Util Overall | 0.417 |
| CP max stage cell | ha_1 |
| Power Dens Cells | 48.1 nW/µm² |
| YS warnings | 2 |
| PortBufs | 107 |
| Congestion Overflow GR | 0 |
| Fin crit period | 8.90 ns |
| Largest register FFs | 2 |
| Final period util | 0.831 |
| Most frequent CP cell | clkdlybuf4s50_1 |
==> per-stage QoR <==
step	setup slack (ns)	instance area, µm²	instances	util	total power [mW]
after CTS	1.86	9890	1563	0.574	0.464
after floorplan	3.07	8810	1311	-	0.316
after detailed placement	1.86	9890	1563	0.574	0.461
after global routing	1.52	9890	1563	0.574	0.513
final	1.80	9890	1563	0.574	0.475
after global placement	1.88	9890	1563	0.574	0.463
==> cell families after synthesis <==
| family | synth area share |
|---|---|
| AND-OR/OR-AND | 0.341 |
| AND/OR/NAND/NOR | 0.196 |
| XOR/XNOR | 0.0298 |
| other | 0.000425 |
| latches | 0.00341 |
| adder cells (fa/ha/maj) | 0.142 |
| multiplexers | 0.188 |
| buffers and inverters | 0.0995 |
==> where the power goes <==
| group | internal [mW] | total, mW | leakage, nW | switching [mW] |
|---|---|---|---|---|
| clock network | 0 | 0 | 0 | 0 |
| logic | 0.188 | 0.475 | 4.12 | 0.288 |
| registers | 0.0000220 | 0.0000578 | 0.0151 | 0.0000358 |
==> cells in the final DEF, fill, tap and decap left out, drive strengths merged, types with 12 or more instances in the layout <==
cell             n
nand2           86
nand3           20
inv            109
a22oi           29
ha              97
mux4            37
a211o           12
nor2           181
clkdlybuf4s50  103
o22ai           12
o211ai          17
xnor2           25
a21oi          150
mux2i           72
buf             32
o21ai           88
nor3            26
nor2b           12
o221ai          30
a211oi          18
a31oi           19
or3             12
==> layout make-up <==
cell class | count | area (µm²)
fill | 1706 | 7340
inverter | 109 | 409
multi-input combinational | 1092 | 7910
sequential | 2 | 30.0
tap | 225 | 282
timing repair buffer | 135 | 1260
==> metal layers <==
metal	up-vias	track usage
met1	4816	0.614
met4	0	0.105
met5	-	0
met2	676	0.630
li1	4871	-
met3	68	0.0801
==> path summary, 6_finish.rpt <==
path	from	to	slack, ns
setup / recovery	in1[4]	out[31]	1.80
hold / removal	in1[0]	out[0]	5.50
Power figures rest on the tool's default switching activity, not on a simulated workload.
