===== design/flow/config.mk =====
export PLATFORM = sky130hd
export DESIGN_NAME = decode
export DESIGN_NICKNAME = decode
export VERILOG_FILES = /design/flow/design.v
export SDC_FILE = /design/flow/constraint.sdc
export NUM_CORES = 4
export LEC_CHECK = 1
export CORE_AREA = 10 10 70 70
export DIE_AREA = 0 0 80 80

===== design/flow/constraint.sdc =====
current_design decode

set clk_period 2.8
set clk_io_pct 0.2

create_clock -name clk0 -period $clk_period

set non_clock_inputs [all_inputs -no_clocks]
set_input_delay [expr $clk_period * $clk_io_pct] -clock clk0 $non_clock_inputs
set_output_delay [expr $clk_period * $clk_io_pct] -clock clk0 [all_outputs]

===== design/flow/design.v =====
`timescale 1us/100ns
module decode(inst_encoding, branch_taken, next_pc_sel, mem_rd, mem_wr, alu_src, alu_selector, branch_type, lui_data, reg_write);
input wire [31:0] inst_encoding;
input wire branch_taken;
output reg [1:0] next_pc_sel;
output reg mem_rd;                 
output reg mem_wr;                 
output reg alu_src;                
output reg [9:0] alu_selector;     
output reg [2:0] branch_type;
output reg [31:0] lui_data;        
output reg reg_write;              
always @(*) begin
    next_pc_sel = 2'b00;   
    mem_rd = 0;                      
    mem_wr = 0;                      
    alu_src = 0;                     
    alu_selector = 10'b0;            
    branch_type = 3'b000;	     
    lui_data = 32'b0;
    reg_write = 0; 
    casex (inst_encoding)
        32'bxxxxxxxxxxxxxxxxxxxxxxxxx1101111 : begin
            next_pc_sel = 2'b01;   
	    reg_write = 1;
        end
        32'bxxxxxxxxxxxxxxxxx000xxxxx1100111 : begin
            next_pc_sel = 2'b10;   
	    reg_write = 1;
        end
        32'bxxxxxxxxxxxxxxxxxxxxxxxxx1100011 : begin
	    case (inst_encoding[14:12])   
                3'b000: alu_selector = (inst_encoding[31:25] == 7'b0100000) ? 10'b0100000000 : 10'b0000000000;   
                3'b001: alu_selector = 10'b0000000001;   
                3'b100: alu_selector = 10'b0000000100;    
                3'b101: alu_selector = (inst_encoding[31:25] == 7'b0000000) ? 10'b0000000101 : 10'b0100000101;  
                3'b110: alu_selector = 10'b0000000110;     
                3'b111: alu_selector = 10'b0000000111;    
                default: alu_selector = 10'b0000000000;   
	    endcase
	    branch_type = inst_encoding[14:12];
            if (branch_taken) begin
		next_pc_sel = 2'b01;
	    end else begin
		next_pc_sel = 2'b00;
	    end
	    reg_write = 0;
        end
        32'bxxxxxxxxxxxxxxxxxxxxxxxxx0010111: begin
            next_pc_sel = 2'b11;         
	    reg_write = 1;
        end
	32'bxxxxxxxxxxxxxxxxx010xxxxx0000011: begin
	    alu_src = 1;
            mem_rd = 1;                       
            next_pc_sel = 2'b00;    
	    reg_write = 1; 
        end
	32'bxxxxxxxxxxxxxxxxx010xxxxx0100011: begin
	    alu_src = 1;
            mem_wr = 1;                       
            next_pc_sel = 2'b00;    
	    reg_write = 0; 
        end
        32'bxxxxxxxxxxxxxxxxx???xxxxx0010011: begin
            alu_src = 1;                          
            case (inst_encoding[14:12])   
                3'b000: alu_selector = (inst_encoding[31:25] == 7'b0100000) ? 10'b0100000000 : 10'b0000000000;   
                3'b001: alu_selector = 10'b0000000001;   
                3'b100: alu_selector = 10'b0000000100;    
                3'b101: alu_selector = (inst_encoding[31:25] == 7'b0000000) ? 10'b0000000101 : 10'b0100000101;  
                3'b110: alu_selector = 10'b0000000110;     
                3'b111: alu_selector = 10'b0000000111;    
                default: alu_selector = 10'b0000000000;   
            endcase
	    reg_write = 1;
        end
        32'bxxxxxxxxxxxxxxxxx???xxxxx0110011: begin
            alu_src = 0;                          
            case (inst_encoding[14:12])   
                3'b000: alu_selector = (inst_encoding[31:25] == 7'b0100000) ? 10'b0100000000 : 10'b0000000000;   
                3'b001: alu_selector = 10'b0000000001;   
                3'b100: alu_selector = 10'b0000000100;    
                3'b101: alu_selector = (inst_encoding[31:25] == 7'b0000000) ? 10'b0000000101 : 10'b0100000101;  
                3'b110: alu_selector = 10'b0000000110;     
                3'b111: alu_selector = 10'b0000000111;    
                default: alu_selector = 10'b0000000000;   
            endcase
	    reg_write = 1;
        end
        32'bxxxxxxxxxxxxxxxxxxxxxxxxx0110111: begin
            next_pc_sel = 2'b00;     
            lui_data = {inst_encoding[31:12], 12'b0};   
	    reg_write = 1;
        end
        default: begin
            next_pc_sel = 2'b00;   
	    reg_write = 0;
        end
    endcase
end
endmodule

===== design/flow/run.sh =====
#!/bin/bash
# OpenROAD 26Q1-2900-gdf79404cd8, Yosys 0.63+post, stock flow scripts
make -C /OpenROAD-flow-scripts/flow DESIGN_CONFIG=/design/flow/config.mk WORK_HOME=/design/flow/orfs finish

==> impl_metrics.py <==
# Physical implementation metrics
metrics = {
    "power_and_ir_drop": {
        "power_mw": 0.0836,
        "total_leakage_power_nw": 0.585,
        "cellPowerDensity_nw_per_um2": 64.2,
        "peakVddDrop_mv": 0.0220,
    },
    "global_routing": {
        "grtUsageTotal_pct": 7.90,
        "antenna_found_initial": 0,
        "grt_pass1_vias": 819,
        "gr-total-overflow": 0,
        "grt_max_degree": 10,
        "grt_pass1_wl_mm": 4.17,
    },
    "route": {
        "dr_total_vias": 776,
        "drt_iter0_drc": 34,
        "drcViolationCount": 0,
        "dr.pass1.iters": 4,
        "ant_nets": 0,
        "wl_mm": 2.71,
        "via_per_inst": 3.86,
        "routedWlPerCell_um": 13.5,
        "diodes": 0,
    },
    "run_status": {
        "status": "finished, final reports clean",
    },
    "placed_design": {
        "dpl_cell_area_um2": 1210,
        "hpwl_mm": 2.26,
        "place_congestion": 0.732,
        "io_buffers": 61,
        "pre_cts_ws_ns": -0.325,
    },
    "timing": {
        "slew_violations": 0,
        "setup_viol": 0,
        "fmax_mhz": 369,
        "fin_crit_ns": 2.71,
        "setup_slack_ns": 0.0887,
        "period_used_pct": 96.8,
        "hold_viol": 0,
    },
    "synth": {
        "ys_types": 30,
        "avgSynthCellArea_um2": 6.58,
        "postSynthSeqShare_pct": 0,
        "yosys_warnings": 1,
        "ys_cells": 82,
        "syn-cell-area_um2": 539,
        "synth_chip_area_um2": 539,
        "syn_inst": 82,
    },
    "hold_path": {
        "min_from": "inst_encoding[6]",
        "hp-class": "in -> out",
    },
    "critical_path": {
        "start_kind": "input port",
        "criticalPathCategory": "in -> out",
        "critPathRequiredTime_ns": 2.24,
        "crit_start": "inst_encoding[29]",
        "worst-path-max-fanout": 2,
        "endpoint_kind": "primary output",
        "cp.arrival_ns": 2.15,
    },
    "floorplanning": {
        "die_w_um": 80,
        "core_area_um2": 3420,
        "dieArea_um2": 6400,
        "std_cell_rows": 21,
        "initial_utilization_pct": 15.8,
        "fp.dieH_um": 80,
        "ioPinCount": 84,
    },
    "layout": {
        "final_cell_area_um2": 1300,
        "ff_count": 0,
        "seq_area_um2": 0,
        "final_core_util_pct": 38.1,
        "nClkBuffers": 0,
        "area_growth_pct": 141,
        "drive_gt1_share_pct": 18.1,
    },
    "cts": {
        "cts_hold_buffers": 0,
    },
    "job": {
        "cap_violations": 0,
        "warning_count": 38,
    },
}
==> final cells by class <==
class | count | area, um^2
fillers | 355 | 2110
repair buffers | 75 | 726
multi-input cells | 77 | 507
well taps | 46 | 57.6
inverters | 3 | 11.3
==> critical path: stages <==
cell             delay, ns
clkdlybuf4s50_1       0.46
nor4_4                0.31
and4_1                0.22
o211a_1               0.13
clkdlybuf4s50_1       0.47
==> synthesized netlist by cell type <==
cell	n	share of area [%]
or2_2	1	1.2
inv_1	3	2.1
nor3_2	1	1.9
o221ai_1	1	1.6
and3b_2	1	1.9
nand4b_1	1	1.6
buf_2	1	0.93
o211a_1	2	3.7
nor2_1	4	2.8
a21oi_1	3	2.8
or4_1	1	1.4
buf_4	18	25
o2bb2ai_1	1	1.6
nand3_1	2	1.9
conb_1	1	0.70
nor4_1	3	3.5
nand4bb_1	1	2.1
a21boi_0	1	1.4
and3_1	1	1.2
and2_1	22	26
or2b_1	1	1.4
and4_1	1	1.6
a31oi_1	1	1.2
a22oi_1	1	1.4
nand3b_1	1	1.4
nor3b_1	1	1.4
nand2_1	3	2.1
nor3_1	2	1.9
nand2b_1	1	1.2
or4b_1	1	1.9
==> layout by cell type (no fill, tap or decap), types with 2 or more instances in the layout <==
| cell type | n |
|---|---|
| a21oi_1 | 3 |
| and2_1 | 22 |
| buf_4 | 9 |
| buf_6 | 5 |
| clkbuf_2 | 2 |
| clkdlybuf4s15_1 | 4 |
| clkdlybuf4s50_1 | 48 |
| conb_1 | 18 |
| dlygate4sd2_1 | 4 |
| dlymetal6s2s_1 | 2 |
| inv_2 | 2 |
| nand2_1 | 3 |
| nand3_1 | 2 |
| nor2_1 | 4 |
| nor3_1 | 2 |
| o211a_1 | 2 |
==> logic make-up after synthesis <==
family	after synthesis	synth area share [%]
AOI/OAI and AO/OA	10	13.7
other	1	0.695
buffers and inverters	22	28.1
and+or+nand+nor	49	57.5
==> per-layer routing <==
metal  global-route usage, %  wire length (um)  vias to the layer above
met5                       0                 0                        -
met4                       0                 0                        0
met3                    2.27               235                        0
met2                    13.9              1300                       37
met1                    9.83              1180                      344
li1                        -                 -                      395
==> worst paths after layout <==
| kind | end | slack [ns] | cells past startpoint |
|---|---|---|---|
| hold / removal | mem_rd | 1.64 | 4 |
| setup / recovery | alu_selector[8] | 0.09 | 5 |
==> power by group <==
part	internal (mW)	total, mW	switching (mW)
logic	0.0527	0.0836	0.0309
clock network	0	0	0
registers	0	0	0
==> metrics by stage <==
step	hold slack, ns	cells	TNS [ns]
after global routing	1.69	201	-0.00257
after CTS	1.80	201	-0.0346
after detailed placement	2.03	198	-3.95
after floorplan	1.14	99	0
final	1.64	201	0
after global placement	2.04	198	-3.67
==> timing repair <==
action,CTS,global route
gates resized,27,13
endpoints found under the hold margin,0,0
buffers inserted,1,0
gates cloned,2,0
pin swaps,3,2
setup endpoints to repair,29,25
No activity file was given, so power comes from the tool's default toggle rates.
